==> flow/design.v <==
module late_1(clk,rst,rd_en,enable,tx,rx_data);
	input	[7:0]rx_data;
	input	clk,rst,rd_en,enable;
	output	tx;
	reg 	tx;
	reg		[3:0]state;
	reg		[3:0]next_state;
	reg		[7:0]tx_reg;
	wire    clk,rst,rd_en,enable;
	parameter	IDLE   = 4'b0000,
				START  = 4'b0001,
				DATA_0 = 4'b0010,
				DATA_1 = 4'b0011,
				DATA_2 = 4'b0100,
				DATA_3 = 4'b0101,
				DATA_4 = 4'b0110,
				DATA_5 = 4'b0111,
				DATA_6 = 4'b1000,
				DATA_7 = 4'b1001,
				STOP   = 4'b1010;	
	always@(posedge clk)
		begin:TX_REGISTER
			if(rst == 1'b1)
				tx_reg <= 0;
			else if(rd_en ==1 && enable == 1) 
			tx_reg <= rx_data;
		end
	always@(state or rd_en or enable)
		begin:COMB_LOGIC
		next_state = 4'b0000;
				case(state)
				 IDLE  : if(rd_en == 1'b1 && enable == 1'b1)
							begin
							next_state = START;
							end
						else begin
						next_state = IDLE;
						end
				 START :   
						begin
						next_state = DATA_0;
						end
				 DATA_0:   
						begin
						next_state = DATA_1;
						end
				 DATA_1: 
						begin
						next_state = DATA_2;
						end
				 DATA_2: 
						begin
						next_state = DATA_3;
						end
				 DATA_3: 
						begin
						next_state = DATA_4;
						end
				 DATA_4:  
						begin
						next_state = DATA_5;
						end
				 DATA_5:  
						begin
						next_state = DATA_6;
						end
				 DATA_6:  
						begin
						next_state = DATA_7;
						end
				 DATA_7:  
						begin
						next_state = STOP;
						end
				 STOP  :  
						begin
						next_state = IDLE;
						end
				 default:begin
						next_state = IDLE;
					    end
				endcase
		end
	always@(posedge clk)
		begin:SEQ_LOGIC
		tx <= 1'b1;
			if(rst == 1'b1)
				begin
					tx     <= 1'b1;
					state  <= IDLE;
					tx_reg <= 1'd0;
				end
			else
			  begin
				state <= next_state;
				case(state)
				 IDLE  :
						begin
						tx    <= 1'b1;
						end
				 START :  
						begin
						tx    <= 1'b0;
						end
				 DATA_0: if(tx == 1'b0)
						begin
						tx    <= tx_reg[0];
						end
				 DATA_1:begin
						tx    <= tx_reg[1];
						end
				 DATA_2:begin
						tx    <= tx_reg[2];
						end
				 DATA_3:begin
						tx    <= tx_reg[3];
						end
				 DATA_4:begin
						tx    <= tx_reg[4];
						end
				 DATA_5:begin
						tx    <= tx_reg[5];
						end
				 DATA_6:begin
						tx    <= tx_reg[6];
						end
				 DATA_7:begin
						tx    <= tx_reg[7];
						end
				 STOP  :if(tx == tx_reg[7])
						begin
						state <= IDLE;
						tx    <= 1'b1;
						end
				 default:begin
						state <= IDLE;
					    end
				endcase
			end
		end
endmodule
==> flow/run.sh <==
#!/bin/bash
# OpenROAD 26Q1-2900-gdf79404cd8, Yosys 0.63+post, stock flow scripts
make -C /OpenROAD-flow-scripts/flow DESIGN_CONFIG=/design/flow/config.mk WORK_HOME=/design/flow/orfs finish
==> flow/config.mk <==
export PLATFORM = sky130hd
export DESIGN_NAME = late_1
export DESIGN_NICKNAME = late_1
export VERILOG_FILES = /design/flow/design.v
export SDC_FILE = /design/flow/constraint.sdc
export NUM_CORES = 4
export LEC_CHECK = 1
export CORE_AREA = 10 10 70 70
export DIE_AREA = 0 0 80 80
==> flow/constraint.sdc <==
current_design late_1

set clk_period 1.5
set clk_io_pct 0.2

create_clock -name clk0 -period $clk_period [get_ports {clk}]

set non_clock_inputs [all_inputs -no_clocks]
set_input_delay [expr $clk_period * $clk_io_pct] -clock clk0 $non_clock_inputs
set_output_delay [expr $clk_period * $clk_io_pct] -clock clk0 [all_outputs]
==> results.txt <==
Notes on the flow outputs.

- The most congested layer reported by global routing reads met3.
- The count of clock tree sinks is 12.
- A synthesized cell averages 12.1 um^2.
- The power density over cell area reads 1130 nW/um^2.
- The worst-skew pair later-pin latency reads 0.26 ns.
- The post-route clock period utilization reads 89.4%.
- The combined area of all synthesized cells reads 350 um^2.
- The sum of net half-perimeters after detailed placement reads 400 um.
- The count of buffers added on input and output ports is 4.
- The via count of the first global-routing pass reads 183.
- The element type at the critical path start is a flip-flop.
- The data arrival time of the critical path is 1.04 ns.
- The type of the tightest min-delay check is flip-flop to flip-flop.
- The signal on the critical path passes through clkdlybuf4s50_1.
- After layout, the setup clock skew is reported as 0.00430 ns.
- The width of the die reads 80 um.
- The detailed-route via count reads 212.
- Per the STA report, the cell with the highest stage delay on the worst path is sky130_fd_sc_hd__clkdlybuf4s50_1.
- The maximum count of clock buffers along a single path reads 2.
- The pin closest to its max-slew limit shows a slew of 0.411 ns.
- Synthesis inferred 12 register bits.
- The number of instances in the synthesized netlist reads 29.
- Grouping stages by cell kind, the critical path spends the most delay in buffers and inverters.
- In this run the maximum-capacitance check reported violations numbering 0.
- The total design power is 0.529 mW.
- The wire length of the first global-routing pass reads 821 um.
- The chip footprint is 6400 um^2.
- The length of the first detailed-routing pass in iterations reads 2.
- The global routing report lists met2 layer usage as 1.85%.
- The accumulated negative setup slack is 0 ns.
- The area inside the core boundary reads 3420 um^2.
- The data required time at the worst endpoint is 1.20 ns.
- The netlist uses 10 different library cells.
- The maximum fanout along the worst path reads 2.
- The part of the Yosys area used for sequential elements reads 68.6%.
- For this run the aggregate overflow at the end of global routing stands at 0.
- The ratio of cells with drive above 1 in the final layout is 11.4%.
- The static leakage reads 0.174 nW.
- The kind of critical path reads flip-flop to output port.
- In this run, post-CTS repair resized a total of 0 instances.
- The overall global routing resource usage is 1.77%.
- The total wirelength of the detailed-routed design reads 524 um.
- The timing report gives the clock slew at the launch and capture registers of the worst setup and hold paths as 0.06 ns.
- The flip-flop count of the largest register after layout is 11.
- The run finished with clean final reports.
- The remaining antenna violation count after routing is 0.
- The worst setup path is captured at an output port.
- The number of buffers inserted for hold repair after clock tree synthesis is 0.
- For the worst flop-to-flop path, the logic depth is 2.
- The cell depth of the worst hold path is 1.
- The number of cell rows reads 21.
- In this run the clock root is driven by a sky130_fd_sc_hd__clkbuf_4.
- The combined buffer and inverter count along the critical path reads 1.
- The total cell area reported by yosys after synthesis reads 350 um^2.
- The initial antenna violation count is 0.
- The count of boundary I/O pins reads 13.
- Setup repair after global routing left no endpoint under its margin.
- The number of endpoints failing setup at the final stage reads 0.
- The remaining max-slew budget at the tightest pin is 72.5%.
- The maximum level of the CTS H-tree is 1.
- The number of clock buffers inserted by TritonCTS is 3.
- The maximum clock rate is 0.746 GHz.
- The largest net degree at the start of global routing reads 13.
- The final count of hold timing violations reads 0.
- The violation tally from detailed-route iteration zero reads 8.
- The synth_stat.txt file lists the number of cells as 29.
- The routability congestion estimate from global placement is 0.647.
- The number of slew-limit violations in the final report reads 0.
- The tally of OpenROAD warnings reads 33.
- The number of setup buffers added after CTS is 0.
- The ratio of routed vias to standard cells reads 2.62.
- TritonCTS built the clock tree.
- The global-route met3 utilization reads 2.61%.
- The number of remaining DRC errors reads 0.
- The final critical path time including I/O delays and setup reads 1.34 ns.
- The area added between synthesis and finish is 33.2%.
- The floorplan step records an initial core utilization of 10.3%.
- The chip height is 80 um.
- The longest individual stage delay on the worst path is 0.46 ns.
- The routed design ends up with an antenna cell count of 0.
- In this run the number of cells on the critical path is 1.
- The number of warnings printed during yosys synthesis is 17.
- The worst VDD IR drop from the latest analysis is 0.000179 V.
- The met1 global-route usage is 1.95%.
- TritonRoute output was used to compute an average wire per cell of 6.47 um.
final cells by class:
| class | count | area [um^2] |
|---|---|---|
| Clock buffer | 3 | 22.5 |
| Sequential cell | 12 | 240 |
| Fill cell | 390 | 2950 |
| Timing Repair Buffer | 4 | 40.0 |
| Tap cell | 46 | 57.6 |
| Multi-Input combinational cell | 16 | 106 |
routing by layer:
metal  routed length, um  vias to the layer above  part of all wire (%)
met2                 187                        7                    36
met4                   0                        0                     0
met3                  98                        0                    19
li1                    -                      109                     -
met1                 238                       96                    45
met5                   0                        -                     0
synthesized netlist by cell type (all sizes together):
cell	count	area, um^2
clkbuf	1	3.75
nand2	1	3.75
or4	2	15.0
dfxtp	12	240
nor3b	1	7.51
a21oi	1	5.00
nor2b	9	58.8
o31ai	1	7.51
a211o	1	8.76
per-stage QoR:
stage | cells | worst slack, ns | instance area [um^2] | hold WS [ns] | util [%]
after floorplan | 29 | 0.431 | 350 | 0.372 | -
after global placement | 78 | 0.154 | 444 | 0.398 | 13.0
after detailed placement | 78 | 0.128 | 444 | 0.413 | 13.0
after CTS | 81 | 0.140 | 467 | 0.427 | 13.7
after global routing | 81 | 0.123 | 467 | 0.444 | 13.7
final | 81 | 0.159 | 467 | 0.424 | 13.7
placed cells by master, fill, tap and decap left out:
cell type,count
sky130_fd_sc_hd__a21oi_1,1
sky130_fd_sc_hd__nor3b_1,1
sky130_fd_sc_hd__nor2b_2,1
sky130_fd_sc_hd__or4_1,2
sky130_fd_sc_hd__clkdlybuf4s50_1,4
sky130_fd_sc_hd__clkbuf_4,3
sky130_fd_sc_hd__a211o_1,1
sky130_fd_sc_hd__o31ai_1,1
sky130_fd_sc_hd__dfxtp_1,12
sky130_fd_sc_hd__nand2_1,1
sky130_fd_sc_hd__nor2b_1,8
final timing paths:
kind                            slack, ns  startpoint  endpoint
worst max-delay path                 0.16          tx        tx
worst min-delay path                 0.42    state[4]  state[0]
worst max register to register       0.38    state[2]        tx
worst min register to register       0.42    state[4]  state[0]
power breakdown:
| part | switching [mW] | internal (mW) |
|---|---|---|
| Clock | 0.0873 | 0.0925 |
| Combinational | 0.00817 | 0.0144 |
| Sequential | 0.00251 | 0.325 |
kinds of logic (layout without fill, tap and decap cells):
kind of cell | count (synthesis) | count (layout) | share of synthesized area [%]
buf+inv | 1 | 7 | 1.07
flops | 12 | 12 | 68.6
simple gates | 13 | 13 | 24.3
compound gates | 3 | 3 | 6.07
worst reg2reg max path, delay by kind of cell, from the launching register on:
| kind | cells | cell delay, ns |
|---|---|---|
| compound gates | 1 | 0.22 |
| flops | 1 | 0.30 |
| simple gates | 1 | 0.52 |
No activity file was given, so power comes from the tool's default toggle rates.
